## design.v

```verilog
`timescale 1ns / 1ps
module qadd #(
	parameter Q = 15,
	parameter N = 32
	)
	(
    input   [N-1:0] a,
    input   [N-1:0] b,
    output  [N-1:0] c
    );
reg [N-1:0] res;
assign c = res;
always @(a,b) begin
	if(a[N-1] == b[N-1]) begin						 
		res[N-2:0] = a[N-2:0] + b[N-2:0];		 
		res[N-1] = a[N-1];							 
		end												 
	else if(a[N-1] == 0 && b[N-1] == 1) begin		 
		if( a[N-2:0] > b[N-2:0] ) begin					 
			res[N-2:0] = a[N-2:0] - b[N-2:0];			 
			res[N-1] = 0;										 
			end
		else begin												 
			res[N-2:0] = b[N-2:0] - a[N-2:0];			 
			if (res[N-2:0] == 0)
				res[N-1] = 0;										 
			else
				res[N-1] = 1;										 
			end
		end
	else begin												 
		if( a[N-2:0] > b[N-2:0] ) begin					 
			res[N-2:0] = a[N-2:0] - b[N-2:0];			 
			if (res[N-2:0] == 0)
				res[N-1] = 0;										 
			else
				res[N-1] = 1;										 
			end
		else begin												 
			res[N-2:0] = b[N-2:0] - a[N-2:0];			 
			res[N-1] = 0;										 
			end
		end
	end
endmodule
`timescale 1ns / 1ps
module qmult #(
	parameter Q = 15,
	parameter N = 32
	)
	(
	 input			[N-1:0]	i_multiplicand,
	 input			[N-1:0]	i_multiplier,
	 output			[N-1:0]	o_result,
	 output	reg				ovr
	 );
	reg [2*N-1:0]	r_result;		 
	reg [N-1:0]		r_RetVal;
	assign o_result = r_RetVal;	 
	always @(i_multiplicand, i_multiplier)	begin						 
		r_result <= i_multiplicand[N-2:0] * i_multiplier[N-2:0];	 
		ovr <= 1'b0;															 
		end
	always @(r_result) begin													 
		r_RetVal[N-1] <= i_multiplicand[N-1] ^ i_multiplier[N-1];	 
		r_RetVal[N-2:0] <= r_result[N-2+Q:Q];								 
		if (r_result[2*N-2:N-1+Q] > 0)										 
			ovr <= 1'b1;
		end
endmodule
module conv_2ker #(
    parameter N             = 4,
    parameter DATA_WIDTH    = 16,
    parameter Q             = 5,
    parameter K_SIZE        = 3
) (
    input   wire                        clk,
    input   wire                        rst,
    input   wire                        ena,
    input   wire [DATA_WIDTH - 1: 0]    data_i,
    input   wire                        valid_i,
    output  wire [DATA_WIDTH - 1: 0]    data_o,
    output  wire                        valid_o,
    output  wire                        running_o
);
    wire [DATA_WIDTH - 1: 0]    conv1_data_o;
    wire                        conv1_valid_o;
    wire                        conv1_running_o;
    conv_top # (
        .N          (N              ),
        .DATA_WIDTH (DATA_WIDTH     ),
        .Q          (Q              ),
        .K_SIZE     (K_SIZE         )
    ) conv1 (
        .clk        (clk            ),
        .rst        (rst            ),
        .ena        (ena            ),
        .data_i     (data_i         ),
        .valid_i    (valid_i        ),
        .data_o     (conv1_data_o   ),
        .valid_o    (conv1_valid_o  ),
        .running_o  (conv1_running_o)
    );
    conv_top # (
        .N          (N - K_SIZE + 1 ),
        .DATA_WIDTH (DATA_WIDTH     ),
        .Q          (Q              ),
        .K_SIZE     (K_SIZE         )
    ) conv2 (
        .clk        (clk            ),
        .rst        (rst            ),
        .ena        (conv1_running_o),
        .data_i     (conv1_data_o   ),
        .valid_i    (conv1_valid_o  ),
        .data_o     (data_o         ),
        .valid_o    (valid_o        ),
        .running_o  (running_o      )
    );
endmodule
module conv_top #(
    parameter N             = 4,
    parameter DATA_WIDTH    = 16,
    parameter Q             = 5,
    parameter K_SIZE        = 3
) (
    input   wire                        clk,
    input   wire                        rst,
    input   wire                        ena,
    input   wire [DATA_WIDTH - 1: 0]    data_i,
    input   wire                        valid_i,
    output  wire [DATA_WIDTH - 1: 0]    data_o,
    output  reg                         valid_o,
    output  wire                        running_o
);
    reg [13             : 0]    addra;
    reg                         ena_reg;
    convolutor #(
        .N          (N          ),
        .DATA_WIDTH (DATA_WIDTH ),
        .Q          (Q          ),
        .K_SIZE     (K_SIZE     )
    ) conv_inst (
        .clk    (clk                ),
        .rst    (rst                ),
        .en     ((ena_reg | ena) & valid_i),
        .data_i (data_i             ),
        .data_o (data_o             )
    );
    reg         o_ena;
    reg [15:0]  o_counter;
    always @(posedge clk) begin
        if (rst) begin
            addra       <= 14'b0;
            valid_o     <= 1'b0;
            ena_reg     <= 1'b0;
            o_ena       <= 1'b0;
            o_counter   <= 16'b0;
        end else begin
            if (ena_reg | ena) begin
                if (valid_i) begin
                    addra <= addra + 14'b1;
                end
                if (addra == K_SIZE * K_SIZE + (K_SIZE - 1) * (N - K_SIZE) - 1) begin
                    valid_o <= 1'b1;
                    o_ena   <= 1'b1;
                    o_counter <= 1'b1;
                end
                if (~valid_i) begin
                    valid_o <= 1'b0;
                end else if (o_ena & valid_i) begin
                    o_counter <= o_counter + 16'b1;
                    if (o_counter < N - K_SIZE + 1) begin
                        valid_o <= 1'b1;
                    end else begin
                        valid_o <= 1'b0;
                    end
                    if (o_counter == N - 1) begin
                        o_counter <= 16'b0;
                    end
                end
                if (addra == 
                    (N - K_SIZE + 1) * (N - K_SIZE + 1) + 
                    (N - K_SIZE) * (K_SIZE - 1) + 
                    K_SIZE * K_SIZE + (K_SIZE - 1) * (N - K_SIZE) - 1) begin
                    valid_o <= 1'b0;
                    ena_reg <= 1'b0;
                    o_ena <= 1'b0;
                    addra <= 14'b0;
                end
            end
            if (ena) begin
                ena_reg <= 1'b1;
            end
        end
    end
    assign running_o = ena_reg | ena;
endmodule
module convolutor #(
    parameter N             = 4,
    parameter DATA_WIDTH    = 16,
    parameter Q             = 5,
    parameter K_SIZE        = 3
) (
    input   wire                        clk,
    input   wire                        rst,
    input   wire                        en,
    input   wire [DATA_WIDTH - 1: 0]    data_i,
    output  wire [DATA_WIDTH - 1: 0]    data_o
);
    wire    [DATA_WIDTH - 1: 0] units_result    [K_SIZE * K_SIZE - 1: 0];
    reg     [DATA_WIDTH - 1: 0] kernel          [K_SIZE * K_SIZE - 1: 0];
    reg     [DATA_WIDTH - 1: 0] shift_regs      [K_SIZE - 2: 0][N - K_SIZE - 1: 0];
    initial begin
        $readmemb("C:/Users/Ellen7ions/Desktop/conv_fpga/tb/kernel_weights.txt", kernel);
    end
    genvar i;
    generate
        unit #(
            .DATA_WIDTH(DATA_WIDTH),
            .Q(Q)
        ) u0 (
            .clk        (clk                ),
            .rst        (rst                ),
            .en         (en                 ),
            .data_i     (data_i             ),
            .weight_i   (kernel[0]          ),
            .bias_i     ({DATA_WIDTH{1'b0}} ),
            .result     (units_result[0]    )
        );
        for (i = 1; i < K_SIZE * K_SIZE; i = i + 1) begin: units
            if (i % K_SIZE == 0) begin
                unit #(
                    .DATA_WIDTH(DATA_WIDTH),
                    .Q(Q)
                ) u (
                    .clk        (clk                    ),
                    .rst        (rst                    ),
                    .en         (en                     ),
                    .data_i     (data_i                 ),
                    .weight_i   (kernel[i]              ),
                    .bias_i     (shift_regs[i / K_SIZE - 1][N - K_SIZE - 1]),
                    .result     (units_result[i     ]   )
                );    
            end else begin
                unit #(
                    .DATA_WIDTH(DATA_WIDTH),
                    .Q(Q)
                ) u (
                    .clk        (clk                    ),
                    .rst        (rst                    ),
                    .en         (en                     ),
                    .data_i     (data_i                 ),
                    .weight_i   (kernel[i]              ),
                    .bias_i     (units_result[i - 1 ]   ),
                    .result     (units_result[i     ]   )
                );
            end
        end
    endgenerate
    genvar j;
    generate
        for (i = 0; i < K_SIZE - 1; i = i + 1) begin: outer_k
            always @(posedge clk) begin
                if (rst) begin
                    shift_regs[i][0] <= {DATA_WIDTH{1'b0}};
                end else if (en) begin
                    shift_regs[i][0] <= units_result[K_SIZE * (i + 1) - 1];
                end
            end
            for (j = 1; j < N - K_SIZE; j = j + 1) begin: inter_n_k
                always @(posedge clk) begin
                    if (rst) begin
                        shift_regs[i][j] <= {DATA_WIDTH{1'b0}};
                    end else if (en) begin
                        shift_regs[i][j] <= shift_regs[i][j - 1];
                    end
                end
            end
        end
    endgenerate
    assign data_o = units_result[K_SIZE * K_SIZE - 1];
endmodule
module unit #(
    parameter DATA_WIDTH    = 16,
    parameter Q             = 0
) (
    input wire                          clk,
    input wire                          rst,
    input wire                          en,
    input wire [DATA_WIDTH - 1  : 0]    data_i,
    input wire [DATA_WIDTH - 1  : 0]    weight_i,
    input wire [DATA_WIDTH - 1  : 0]    bias_i,
    output reg [DATA_WIDTH - 1  : 0]    result
);
    wire [DATA_WIDTH - 1: 0] mult_res;
    wire [DATA_WIDTH - 1: 0] add_res;
    qmult #(
        .Q(Q),
        .N(DATA_WIDTH)
    ) qmult_inst (
        .i_multiplicand (weight_i   ),
        .i_multiplier   (data_i     ),
        .o_result       (mult_res   ),
        .ovr            ()
    );
    qadd #(
        .Q(Q),
        .N(DATA_WIDTH)
    ) qadd_inst (
        .a(mult_res ),
        .b(bias_i   ),
        .c(add_res  )
    );
    always @(posedge clk) begin
        if (rst) begin
            result <= {DATA_WIDTH{1'b0}};
        end else if (en) begin
            result <= add_res;
        end
    end
endmodule
```

## run.sh

```bash
#!/bin/bash
# OpenROAD 26Q1-2900-gdf79404cd8, Yosys 0.63+post, stock flow scripts
make -C /OpenROAD-flow-scripts/flow DESIGN_CONFIG=/design/flow/config.mk WORK_HOME=/design/flow/orfs finish
```

## config.mk

```make
export PLATFORM = sky130hd
export DESIGN_NAME = conv_2ker
export DESIGN_NICKNAME = conv_2ker
export VERILOG_FILES = /design/flow/design.v
export SDC_FILE = /design/flow/constraint.sdc
export NUM_CORES = 4
export LEC_CHECK = 1
export CORE_UTILIZATION = 50
export SYNTH_HDL_FRONTEND = slang
```

## constraint.sdc

```tcl
current_design conv_2ker

set clk_period 2.3
set clk_io_pct 0.2

create_clock -name clk0 -period $clk_period [get_ports {clk}]

set non_clock_inputs [all_inputs -no_clocks]
set_input_delay [expr $clk_period * $clk_io_pct] -clock clk0 $non_clock_inputs
set_output_delay [expr $clk_period * $clk_io_pct] -clock clk0 [all_outputs]
```

==> impl_metrics.py <==
# Physical implementation metrics
metrics = {
    "sta": {
        "fmax_mhz": 494.8,
        "rsz0062_at_grt": "false",
        "fin_crit_ps": 2021,
        "skew_ps": 4.601,
        "hold_viol": 0,
        "worst_hold_slack_ps": 466.9,
        "fin_crit_sh_pct": 87.86,
        "final-setup-viol-count": 0,
        "slew_violations": 0,
    },
    "setup_path": {
        "reg2reg_to": "conv1.o_counter[11]",
        "worstSetupStartpoint": "conv1.ena_reg",
        "critPathSlowestCell": "or3_1",
        "regToRegSetupSlack_ps": 350,
        "path_buffers": 1,
        "crit_chain": "or3_1 -> clkdlybuf4s50_1",
        "crit_path_max_incr_delay_ps": 440,
        "cp_top_family": "simple AND/OR/NAND/NOR gates",
        "crit_required_ps": 1840,
        "r2r_cells": 6,
        "critPathLaunchType": "flip-flop",
        "worstSetupPathType": "flip-flop to output port",
        "r2r_start": "conv1.o_counter[0]",
        "cp_max_fo": 10,
        "endpoint_kind": "output port",
        "cp.arrival_ps": 1560,
        "path_depth": 2,
        "crit_end": "running_o",
    },
    "layout": {
        "largest-register": "conv1.o_counter",
        "largest_reg_flops": 16,
        "fill_cells": 540,
        "reg_top3": "conv1.o_counter: 16 flops, conv1.addra: 14 flops, conv2.addra: 14 flops",
        "area_growth_pct": 8.340,
        "drive_gt1_share_pct": 10.08,
    },
    "global_routing": {
        "grt_util_met1_pct": 30.30,
        "overflow": 0,
        "grt_max_degree": 15,
        "first_global_vias": 2336,
        "grt.met2_usage_pct": 38.58,
        "met3_usage_pct": 2.628,
        "grt_pass1_wl_mm": 10.61,
        "busiest_layer": "met2",
        "grt_use_total_pct": 21.96,
        "antenna_found_initial": 0,
    },
    "clock_tree": {
        "clock-sinks": 50,
        "insertion_delay_ps": 300,
        "postCtsSetupBuffers": 0,
        "cts_resized": 0,
        "cts_root_buf": "clkbuf_8",
        "htree_levels": 2,
        "postCtsHoldBufs": 0,
        "clk_pin_slew_ps": 90,
        "numCtsBuffers": 5,
        "clockBufferDepth": 2,
        "cts_tree": "done",
    },
    "synth": {
        "synth-edff-count": 0,
        "topCellsByArea": "dfxtp_1, nand3_1, a21oi_1",
        "ys.flops": 50,
        "most_common_cell": "dfxtp_1",
        "flop_cell": "dfxtp_1",
        "syn-mean-instance-area_um2": 8.159,
        "ys_types": 53,
        "ys_warn_count": 0,
        "syn_inst": 353,
        "common_cells": "dfxtp_1, nand3_1, a21oi_1, nor2_1, nand2_1",
        "ys_seq_share_pct": 34.75,
        "syn_area_um2": 2880,
        "yosysCellCount": 353,
        "synthArstFlopShare_pct": 0,
        "synth_top_area_share_pct": 34.75,
        "ys_area_um2": 2880,
        "top_area_cell": "dfxtp_1",
    },
    "place": {
        "dp.final_hpwl_mm": 4.568,
        "place.gp.congestion": 0.9335,
        "port_buffers": 5,
    },
    "routing": {
        "wl_per_cell_um": 14.17,
        "wirelength_mm": 6.220,
        "first_pass_iters": 4,
        "drtIter0Drc": 94,
        "route.vias.total": 2644,
        "routed_via_density": 6.023,
        "final_antenna_net_count": 0,
        "diodes": 0,
        "drc_errors": 0,
    },
    "power": {
        "leakage_nw": 1.049,
        "irDropWorstVdd_v": 0.0002444,
        "p_total_w": 0.001473,
        "power_density_nw_per_um2": 472.2,
    },
    "die": {
        "num_rows": 27,
        "die_w_um": 77.90,
        "die_h_um": 77.90,
        "chip_area_um2": 6068,
        "initial_core_util_pct": 51.99,
        "io_pins": 38,
        "core_area_um2": 5540,
    },
    "flow_run": {
        "warning_count": 46,
        "cap_violations": 0,
    },
    "worst_hold_path": {
        "hp-start": "conv2.o_ena",
        "hp-class": "flip-flop to flip-flop",
    },
    "run_status": {
        "status": "finished clean",
    },
}
==> layer usage <==
metal,share of wire [%],routed length [um]
met1,47,2932
met2,48,2966
met3,3.4,209
met4,1.8,110
met5,0,0
==> placed cells by master, fill, tap and decap left out, drive strengths merged, types with 8 or more instances in the layout <==
cell / synthesis / routed
o211ai: 8 / 8
o21ai: 9 / 9
buf: 22 / 22
dfxtp: 50 / 50
nand4: 19 / 19
and3: 8 / 8
nor4: 9 / 9
nor2: 24 / 24
nand3: 32 / 32
a31oi: 17 / 17
nand2: 21 / 21
conb: 1 / 16
a21oi: 24 / 24
inv: 11 / 11
or4: 13 / 13
o31ai: 11 / 11
==> area by class of cell <==
| type | instances | area (um2) | share of cell area [%] |
|---|---|---|---|
| multi-input cells | 271 | 1679 | 53.81 |
| flip-flops and latches | 50 | 1001 | 32.08 |
| repair buffers | 27 | 217.7 | 6.977 |
| well taps | 72 | 90.09 | 2.887 |
| clock buffers | 7 | 86.33 | 2.767 |
| inverters | 11 | 41.29 | 1.323 |
| clock inverters | 1 | 5.005 | 0.1604 |
==> kinds of logic after synthesis <==
family                   after synthesis  share of synthesized area (%)
AND/OR/NAND/NOR                      152                          30.41
AND-OR/OR-AND                         89                          20.59
flip-flops                            50                          34.75
buffers and inverters                 47                          8.905
adder cells (fa/ha/maj)                7                          3.041
XOR/XNOR                               6                          1.824
other                                  1                         0.1302
multiplexers                           1                         0.3475
==> worst reg2reg max path, stage by stage, from the launching register on <==
cell and delay [ps]:
dfxtp_1 420, ha_1 270, nor3b_1 200, nand4_1 380, buf_4 320, a41oi_1 180
a31oi_1 60
==> power breakdown <==
group	switching (W)	total, W	internal (W)	leakage [nW]
combinational	0.0000433	0.0000757	0.0000325	0.597
sequential	0.00000782	0.000878	0.000870	0.403
clock	0.000276	0.000520	0.000243	0.0482
total	0.000327	0.00147	0.00115	1.05
==> per-stage QoR <==
step                      utilization, %  std cells  worst slack (ps)  TNS, ps  area [um2]
after floorplan                        -        368             476.8        0        2937
after global placement             54.63        431            -13.12   -20.93        3027
after detailed placement           54.63        431             12.77        0        3027
after CTS                          56.28        439             28.96        0        3118
after global routing               56.32        439             117.7        0        3120
final                              56.32        439             279.2        0        3120
==> how the worst min path moves through the flow <==
| stage | end | depth (start not counted) |
|---|---|---|
| 6_report | conv2.o_ena | 2 |
| 4_1_cts | conv2.o_ena | 2 |
| 5_1_grt | conv2.addra[13] | 2 |
Power is estimated from default activity; no workload was simulated.
